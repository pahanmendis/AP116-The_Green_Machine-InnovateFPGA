<file path="flow/config.mk">
export PLATFORM = sky130hd
export DESIGN_NAME = async_counter_30
export DESIGN_NICKNAME = async_counter_30
export VERILOG_FILES = /design/flow/design.v
export SDC_FILE = /design/flow/constraint.sdc
export NUM_CORES = 4
export LEC_CHECK = 1
export CORE_AREA = 10 10 101 101
export DIE_AREA = 0 0 111 111
</file>
<file path="flow/constraint.sdc">
current_design async_counter_30

set clk_period 2.6
set clk_io_pct 0.2

create_clock -name clk0 -period $clk_period [get_ports {clk}]

set non_clock_inputs [all_inputs -no_clocks]
set_input_delay [expr $clk_period * $clk_io_pct] -clock clk0 $non_clock_inputs
set_output_delay [expr $clk_period * $clk_io_pct] -clock clk0 [all_outputs]
</file>
<file path="flow/design.v">
module top (
	fpga_clk_50,
  	fpga_reset_n,
  	fpga_led_output,
 	memory_mem_a,
  	memory_mem_ba,
  	memory_mem_ck,
  	memory_mem_ck_n,
  	memory_mem_cke,
  	memory_mem_cs_n,
  	memory_mem_ras_n,
  	memory_mem_cas_n,
  	memory_mem_we_n,
  	memory_mem_reset_n,
  	memory_mem_dq,
  	memory_mem_dqs,
  	memory_mem_dqs_n,
  	memory_mem_odt,
  	memory_mem_dm,
  	memory_oct_rzqin,
  	hps_usb1_D0,      
	 hps_usb1_D1,      
	 hps_usb1_D2,      
	 hps_usb1_D3,      
	 hps_usb1_D4,      
	 hps_usb1_D5,      
	 hps_usb1_D6,      
	 hps_usb1_D7,      
	 hps_usb1_CLK,     
	 hps_usb1_STP,          
	 hps_usb1_DIR,         
	 hps_usb1_NXT, 
  	emac_mdio,
	emac_mdc,
	emac_tx_ctl,
	emac_tx_clk,
	emac_txd,
  	emac_rx_ctl,
	emac_rx_clk,
  	emac_rxd,
  	sd_cmd,
  	sd_clk,
  	sd_d,
  	uart_rx,
  	uart_tx,
  	led,
  	i2c_sda,
  	i2c_scl,
);
  input  wire 		      fpga_clk_50;
  input  wire 		      fpga_reset_n;
  output wire [3:0]   	fpga_led_output;
  output wire [14:0] 	memory_mem_a;
  output wire [2:0]  	memory_mem_ba;
  output wire 		      memory_mem_ck;
  output wire 		      memory_mem_ck_n;
  output wire 		      memory_mem_cke;
  output wire 		      memory_mem_cs_n;
  output wire 		      memory_mem_ras_n;
  output wire 		      memory_mem_cas_n;
  output wire 		      memory_mem_we_n;
  output wire 		      memory_mem_reset_n;
  inout  wire [31:0] 	memory_mem_dq;
  inout  wire [3:0] 	   memory_mem_dqs;
  inout  wire [3:0]   	memory_mem_dqs_n;
  output wire 		      memory_mem_odt;
  output wire [3:0]   	memory_mem_dm;
  input  wire 		      memory_oct_rzqin;
  inout  wire 		      emac_mdio;
  output wire 		      emac_mdc;
  output wire 		      emac_tx_ctl;
  output wire 		      emac_tx_clk;
  output wire [3:0] 	   emac_txd;
  input  wire 		      emac_rx_ctl;
  input  wire 		      emac_rx_clk;
  input  wire [3:0] 	   emac_rxd;
	inout  wire        hps_usb1_D0;    
	inout  wire        hps_usb1_D1;     
	inout  wire        hps_usb1_D2;      
	inout  wire        hps_usb1_D3;      
	inout  wire        hps_usb1_D4;      
	inout  wire        hps_usb1_D5;      
	inout  wire        hps_usb1_D6;      
	inout  wire        hps_usb1_D7;      
	input  wire        hps_usb1_CLK;     
	output wire        hps_usb1_STP;     
	input  wire        hps_usb1_DIR;     
	input  wire        hps_usb1_NXT;
  inout  wire 		      sd_cmd;
  output wire 		      sd_clk;
  inout  wire [3:0]  	sd_d;
  input  wire 		      uart_rx;
  output wire 		      uart_tx;
  inout  wire  	      led;
  inout  wire 		      i2c_scl;
  inout  wire 		      i2c_sda;
  wire	[29:0]	      fpga_internal_led;
  wire		            kernel_clk;
  system the_system (
	.reset_50_reset_n                    			(fpga_reset_n),
	.clk_50_clk                          			(fpga_clk_50),
   .kernel_clk_clk					            	(kernel_clk),
	.memory_mem_a                        			(memory_mem_a),
	.memory_mem_ba                       			(memory_mem_ba),
	.memory_mem_ck                       			(memory_mem_ck),
	.memory_mem_ck_n                     			(memory_mem_ck_n),
	.memory_mem_cke                      			(memory_mem_cke),
	.memory_mem_cs_n                     			(memory_mem_cs_n),
	.memory_mem_ras_n                    			(memory_mem_ras_n),
	.memory_mem_cas_n                    			(memory_mem_cas_n),
	.memory_mem_we_n                     			(memory_mem_we_n),
	.memory_mem_reset_n                  			(memory_mem_reset_n),
	.memory_mem_dq                       			(memory_mem_dq),
	.memory_mem_dqs                      			(memory_mem_dqs),
	.memory_mem_dqs_n                    			(memory_mem_dqs_n),
	.memory_mem_odt                      			(memory_mem_odt),
	.memory_mem_dm                       			(memory_mem_dm),
	.memory_oct_rzqin                    			(memory_oct_rzqin),
	.peripheral_hps_io_emac1_inst_MDIO   			(emac_mdio),
	.peripheral_hps_io_emac1_inst_MDC    			(emac_mdc),
	.peripheral_hps_io_emac1_inst_TX_CLK 			(emac_tx_clk),
	.peripheral_hps_io_emac1_inst_TX_CTL 			(emac_tx_ctl),
	.peripheral_hps_io_emac1_inst_TXD0   			(emac_txd[0]),
	.peripheral_hps_io_emac1_inst_TXD1   			(emac_txd[1]),
	.peripheral_hps_io_emac1_inst_TXD2   			(emac_txd[2]),
	.peripheral_hps_io_emac1_inst_TXD3   			(emac_txd[3]),
	.peripheral_hps_io_emac1_inst_RX_CLK 			(emac_rx_clk),
	.peripheral_hps_io_emac1_inst_RX_CTL 			(emac_rx_ctl),
	.peripheral_hps_io_emac1_inst_RXD0   			(emac_rxd[0]),
	.peripheral_hps_io_emac1_inst_RXD1   			(emac_rxd[1]),
	.peripheral_hps_io_emac1_inst_RXD2   			(emac_rxd[2]),
	.peripheral_hps_io_emac1_inst_RXD3   			(emac_rxd[3]),
	.peripheral_hps_io_sdio_inst_CMD     			(sd_cmd),
	.peripheral_hps_io_sdio_inst_CLK     			(sd_clk),
	.peripheral_hps_io_sdio_inst_D0      			(sd_d[0]),
	.peripheral_hps_io_sdio_inst_D1      			(sd_d[1]),
	.peripheral_hps_io_sdio_inst_D2      			(sd_d[2]),
	.peripheral_hps_io_sdio_inst_D3      			(sd_d[3]),
	.peripheral_hps_io_uart0_inst_RX     			(uart_rx),
	.peripheral_hps_io_uart0_inst_TX     			(uart_tx),
	.peripheral_hps_io_gpio_inst_GPIO53  			(led),
	.peripheral_hps_io_i2c1_inst_SDA     			(i2c_sda),
	.peripheral_hps_io_i2c1_inst_SCL     			(i2c_scl),
			.peripheral_hps_io_usb1_inst_D0      (hps_usb1_D0),       
        .peripheral_hps_io_usb1_inst_D1       (hps_usb1_D1),       
        .peripheral_hps_io_usb1_inst_D2       (hps_usb1_D2),       
        .peripheral_hps_io_usb1_inst_D3       (hps_usb1_D3),       
        .peripheral_hps_io_usb1_inst_D4       (hps_usb1_D4),       
        .peripheral_hps_io_usb1_inst_D5       (hps_usb1_D5),       
        .peripheral_hps_io_usb1_inst_D6       (hps_usb1_D6),       
        .peripheral_hps_io_usb1_inst_D7       (hps_usb1_D7),       
        .peripheral_hps_io_usb1_inst_CLK      (hps_usb1_CLK),      
        .peripheral_hps_io_usb1_inst_STP      (hps_usb1_STP),      
        .peripheral_hps_io_usb1_inst_DIR      (hps_usb1_DIR),      
        .peripheral_hps_io_usb1_inst_NXT      (hps_usb1_NXT)      
  );
  async_counter_30 AC30 (
        .clk 	(kernel_clk),
        .count	(fpga_internal_led)
    );
  assign fpga_led_output[3:0] = ~fpga_internal_led[29:26];  
endmodule
module async_counter_30(clk, count);
  input			clk;
  output 	[29:0]	count;
  reg		[14:0] 	count_a;
  reg           [14:0]  count_b;  
  initial count_a = 15'b0;
  initial count_b = 15'b0;
always @(negedge clk)
	count_a <= count_a + 1'b1;
always @(negedge count_a[14])
	count_b <= count_b + 1'b1;
assign count = {count_b, count_a};
endmodule
</file>
<file path="flow/run.sh">
#!/bin/bash
# OpenROAD 26Q1-2900-gdf79404cd8, Yosys 0.63+post, stock flow scripts
make -C /OpenROAD-flow-scripts/flow DESIGN_CONFIG=/design/flow/config.mk WORK_HOME=/design/flow/orfs finish
</file>
==> flow_metrics.env <==
# source this file to load flow results
export IMPL_cp_startpoint="count_a[7]"
export IMPL_cts_made_buffers=3
export IMPL_cp_required_ns=2.08
export IMPL_track_usage=0.0393
export IMPL_setup_viol=0
export IMPL_setup_slack_ns=0.0339
export IMPL_path_max_fanout=2
export IMPL_dpl_hpwl_um=1900
export IMPL_rows=33
export IMPL_grt_pass1_wl_um=4210
export IMPL_ys_top_cells_by_count="dfxtp_1 (30), xnor2_1 (15), xor2_1 (11), nand3_1 (8)"
export IMPL_unclocked_regs=15
export IMPL_clockBufferDepth=2
export IMPL_grt_start_max_net_pins=16
export IMPL_r2r_setup_slack_ns=1.16
export IMPL_ys_ff=30
export IMPL_port_buffers=30
export IMPL_warning_count=40
export IMPL_xor_area_frac=0.200
export IMPL_yosysSeqAreaShare=0.527
export IMPL_rsz0062_at_grt="false"
export IMPL_ys_types=19
export IMPL_top_area_cell="dfxtp_1"
export IMPL_hold_viol=0
export IMPL_worstHoldPathType="reg -> reg"
export IMPL_synthMuxAreaShare=0
export IMPL_gp_congestion=0.733
export IMPL_grt_overflow_total=0
export IMPL_hold_end="count_a[8]"
export IMPL_clk_pin_slew_worst_paths_ns=0.04
export IMPL_io_pins=31
export IMPL_drtAntennaViolNets=0
export IMPL_most_common_cell="dfxtp_1"
export IMPL_ys_warn_count=1
export IMPL_synth_edff_count=0
export IMPL_chipWidth_um=111
export IMPL_tightestPinTransition_ns=0.359
export IMPL_wirelength_um=2500
export IMPL_crit_chain="buf_2"
export IMPL_clock_latency_late_pin_ns=0.32
export IMPL_untimed_endpoints=30
export IMPL_hold_path_cell_count=2
export IMPL_vdd_drop_max_mv=0.423
export IMPL_drv_slew=0
export IMPL_cp_slowest_stage_delay_ns=0.31
export IMPL_cellLeakagePower_nw=0.798
export IMPL_cts_root_buf="clkbuf_8"
export IMPL_postPlaceCellArea_sq_um=1650
export IMPL_r2r_end="count_a[14]"
export IMPL_viasPerCell=3.31
export IMPL_drc=0
export IMPL_via_count=906
export IMPL_final_area_sq_um=1770
export IMPL_clock_skew_ns=0.0129
export IMPL_min_from="count_a[8]"
export IMPL_syn_area_sq_um=1140
export IMPL_core_area_sq_um=8130
export IMPL_instances_no_fill=274
export IMPL_avgSynthCellArea_sq_um=11.0
export IMPL_dieArea_sq_um=12300
export IMPL_outcome="finished, final reports clean"
export IMPL_drt_first_pass_iters=4
export IMPL_area_leaders="dfxtp_1 (53%), xnor2_1 (12%), xor2_1 (8.5%)"
export IMPL_fp_util=0.140
export IMPL_drive_gt1_frac=0.367
export IMPL_initialDrtViolationCount=26
export IMPL_placedCellCount=250
export IMPL_ys_cells=104
export IMPL_synth_main_ff_cell="dfxtp_1"
export IMPL_fin_util=0.217
export IMPL_die_y_um=111
export IMPL_cp_end_kind="primary output"
export IMPL_antennaDiodeCount=0
export IMPL_slew_headroom=0.761
export IMPL_grt_pass1_vias=959
export IMPL_critPathArrivalTime_ns=2.05
export IMPL_yosys_area_sq_um=1140
export IMPL_drv_cap=0
export IMPL_async_flop_share=0
export IMPL_cts_hold_buf=0
export IMPL_start_kind="flop"
export IMPL_synthAdderAreaFrac=0.0220
export IMPL_synth_simple_area_share=0.225
export IMPL_avgRoutedWirePerCell_um=9.11
export IMPL_path_buffers=1
export IMPL_timing_rr_start="count_a[2]"
export IMPL_cts_tree="yes"
export IMPL_crit_type="reg -> out"
export IMPL_aoi_share=0
export IMPL_timing_hold_ws_ns=0.512
export IMPL_syn_to_final_growth_pct=55.0
export IMPL_htree_levels=1
export IMPL_top_cell_area_share=0.527
export IMPL_syn_instance_count=104
export IMPL_critical_path_top_delay_family="flip-flops"
export IMPL_r2r_cells=6
export IMPL_crit_slowest_cell="dfxtp_2"
export IMPL_antenna_found_initial=0
export IMPL_post_place_ws_ns=-0.0583
export IMPL_power_density_nw_per_um2=348
export IMPL_topCombFamilyByArea="simple AND/OR/NAND/NOR gates"
-- metrics by stage --
stage / power, mW / TNS, ns
after floorplan: 0.273 / 0
after global placement: 0.273 / -0.369
after detailed placement: 0.273 / -0.384
after CTS: 0.627 / 0
after global routing: 0.656 / 0
final: 0.614 / 0
-- cell type report --
type                    instances  area [sq um]
well taps                     105           131
repair buffers                 48           360
inverters                       5          18.8
fillers                       865          6370
clock inverters                16          86.3
clock buffers                   3          41.3
multi-input cells              67           509
flip-flops and latches         30           619
-- flip-flops by register name (all words and copies together), names as in the netlist --
signal and cells:
count_a 15, count_b 15
-- where the power goes --
| group | switching, mW | internal [mW] |
|---|---|---|
| Combinational | 0 | 0 |
| Clock | 0.147 | 0.236 |
| Sequential | 0 | 0.232 |
-- cells by family after synthesis --
kind of cell	count (synthesis)
and+or+nand+nor	39
buffers and inverters	7
adders and majority gates	2
DFF	30
xor gates and xnor gates	26
-- worst max-delay path by stage --
stage / depth (start not counted) / slack, ns / endpoint
4_1_cts: 1 / 0.02 / count[7]
5_1_grt: 1 / 0.003 / count[5]
6_report: 1 / 0.03 / count[7]
-- repair_timing --
| item | 4_1_cts | 5_1_grt |
|---|---|---|
| hold endpoints to repair | 0 | 0 |
| setup endpoints to repair | 15 | 1 |
| setup buffers | 5 | 1 |
| gates resized | 65 | 0 |
-- layout by cell type (no fill, tap or decap) --
master,n
and4_1,2
nand4_2,1
nand3_1,8
clkbuf_8,3
inv_1,20
clkdlybuf4s50_1,15
nor3_1,3
nor3b_2,1
and2_1,1
nand2_1,6
buf_4,18
buf_2,15
nor2_1,2
and2_4,1
nand3_2,5
ha_1,2
nand4_1,3
xnor2_1,15
bufinv_16,1
and3_1,4
nor3_2,2
xor2_1,11
dfxtp_2,15
dfxtp_1,15
-- metal layers --
layer,wire (um),global-route usage,share of wire,vias to the layer above
met5,0,0,0,-
met1,1160,0.0459,0.47,401
li1,-,-,-,478
met4,0,0.00781,0,0
met2,969,0.0542,0.39,27
met3,363,0.0328,0.15,0
Power and IR drop assume default switching activity.
